`flow/design.v`:
```
`default_nettype none
module top (
  input  logic hz100, reset,
  input  logic [20:0] pb,
  output logic [7:0] left, right,
         ss7, ss6, ss5, ss4, ss3, ss2, ss1, ss0,
  output logic red, green, blue,
  output logic [7:0] txdata,
  input  logic [7:0] rxdata,
  output logic txclk, rxclk,
  input  logic txready, rxready
);
  logic strobeZ;
  synckey skeyZ (
    .rst(reset),
    .clk(hz100),
    .in(pb[19]),
    .strobe(strobeZ)
  );
  assign left[7] = strobeZ;
  logic strobe0;
  synckey skey0 (
    .rst(reset),
    .clk(hz100),
    .in(pb[0]),
    .strobe(strobe0)
  );
  assign left[0] = strobe0;
  logic strobe1;
  synckey skey1 (
    .rst(reset),
    .clk(hz100),
    .in(pb[1]),
    .strobe(strobe1)
  );
  assign left[1] = strobe1;
  logic [7:0] data_out;
  logic data_ready;
  logic [8:0] working_data;
  logic [3:0] bits_received;
  logic receiving;
  UART_Receiver #(.BAUD_RATE(100), .CLOCK_FREQ(100)) UART(
    .nRst(~reset),
    .clk(strobeZ),
    .enable(1'b1),
    .Rx(strobe1),
    .data_out(data_out),
    .data_ready(data_ready),
    .working_data(working_data),
    .bits_received(bits_received),
    .receiving(receiving)
  );
  assign right[7:0] = data_out;
  assign red = receiving;
  ssdec ssdec0 (
    .in({3'b0, working_data[0]}),
    .enable(bits_received > 0),
    .out(ss0)
  );
  ssdec ssdec1 (
    .in({3'b0, working_data[1]}),
    .enable(bits_received > 1),
    .out(ss1)
  );
  ssdec ssdec2 (
    .in({3'b0, working_data[2]}),
    .enable(bits_received > 2),
    .out(ss2)
  );
  ssdec ssdec3 (
    .in({3'b0, working_data[3]}),
    .enable(bits_received > 3),
    .out(ss3)
  );
  ssdec ssdec4 (
    .in({3'b0, working_data[4]}),
    .enable(bits_received > 4),
    .out(ss4)
  );
  ssdec ssdec5 (
    .in({3'b0, working_data[5]}),
    .enable(bits_received > 5),
    .out(ss5)
  );
  ssdec ssdec6 (
    .in({3'b0, working_data[6]}),
    .enable(bits_received > 6),
    .out(ss6)
  );
endmodule
module ssdec (
  input logic [3:0] in,
  input logic enable,
  output logic [7:0] out
);
  always_comb begin
    case(enable)
    1'b0 : begin out = 8'b00000000; end
    1'b1 : begin
      case(in)
        4'b0000 : begin out = 8'b00111111; end  
        4'b0001 : begin out = 8'b00000110; end  
        4'b0010 : begin out = 8'b01011011; end  
        4'b0011 : begin out = 8'b01001111; end  
        4'b0100 : begin out = 8'b01100110; end  
        4'b0101 : begin out = 8'b01101101; end  
        4'b0110 : begin out = 8'b01111101; end  
        4'b0111 : begin out = 8'b00000111; end  
        4'b1000 : begin out = 8'b01111111; end  
        4'b1001 : begin out = 8'b01100111; end  
        4'b1010 : begin out = 8'b01110111; end  
        4'b1011 : begin out = 8'b01111100; end  
        4'b1100 : begin out = 8'b00111001; end  
        4'b1101 : begin out = 8'b01011110; end  
        4'b1110 : begin out = 8'b01111001; end  
        4'b1111 : begin out = 8'b01110001; end  
      endcase
    end
    endcase
  end
endmodule
module synckey (  
  input logic clk, rst,
  input logic in,
  output logic strobe
);
  logic middle;
  always_ff @(posedge clk, posedge rst) begin
    if(rst) begin
      middle <= 0;
    end
    else begin
      middle <= in;
    end
  end
  always_ff @(posedge clk, posedge rst) begin
    if(rst) begin
      strobe <= 0;
    end
    else begin
      strobe <= middle;
    end
  end
endmodule
typedef enum logic { 
  RESET = 1'b0,
  COUNTING = 1'b1
} BAUD_counter_state_t;
module UART_Receiver #(
  parameter BAUD_RATE = 9600,
  parameter CLOCK_FREQ = 50000000,
  parameter CYCLES_PER_BIT = CLOCK_FREQ / BAUD_RATE  
) (
  input logic nRst, clk, enable, Rx,
  output logic [7:0] data_out,
  output logic data_ready,  
  output logic [8:0] working_data,  
  output logic [3:0] bits_received,  
  output logic receiving,  
  output logic [15:0] BAUD_counter,  
  output logic parity_error
);
  BAUD_counter_state_t BAUD_counter_state;
  always_ff @( posedge clk, negedge nRst ) begin  
    if (~nRst) begin
      BAUD_counter <= 0;
    end else begin
      if(BAUD_counter_state == RESET | BAUD_counter == CYCLES_PER_BIT) begin  
        BAUD_counter <= 0;
      end else begin
        BAUD_counter <= BAUD_counter+1;
      end
    end
  end
  assign parity_error = ((^working_data[7:0]) != working_data[8]);  
  always_ff @( posedge clk, negedge nRst ) begin  
    if (~nRst) begin  
      data_out <= 8'b0;
      working_data <= 9'b0;
      receiving <= 1'b0;
      bits_received <= 4'b0;
      data_ready <= 1'b0;
      BAUD_counter_state <= RESET;
    end else begin
      if(enable) begin
        if (receiving) begin
          BAUD_counter_state <= COUNTING; 
          if(BAUD_counter == CYCLES_PER_BIT) begin  
            if (bits_received == 4'd10) begin  
              if (~parity_error) begin
                data_out <= working_data[7:0];  
                working_data <= working_data;   
                receiving <= 1'b0;
                bits_received <= 4'b0;
                data_ready <= 1'b1;  
                BAUD_counter_state <= RESET; 
              end else begin
                data_out <= data_out;  
                working_data <= 9'b0;
                receiving <= 1'b0;
                bits_received <= 4'b0;
                data_ready <= 1'b0;
                BAUD_counter_state <= RESET; 
              end
            end else begin  
              data_out <= data_out;
              working_data <= {Rx, working_data[8:1]};
              receiving <= 1'b1;
              bits_received <= (bits_received + 1);
              data_ready <= 1'b0;
              BAUD_counter_state <= COUNTING;
            end
          end else if ((BAUD_counter == (CYCLES_PER_BIT/2)) & (bits_received == 0))begin
            data_out <= data_out;
            working_data <= working_data;
            receiving <= 1'b1;
            bits_received <= bits_received + 1;
            data_ready <= 1'b0;
            BAUD_counter_state <= RESET;
          end
        end else begin  
          if(Rx == 1'b0) begin  
            data_out <= data_out;
            working_data <= 9'b0;
            receiving <= 1'b1;
            bits_received <= 4'b0;
            data_ready <= 1'b0;
            BAUD_counter_state <= COUNTING;
          end else begin  
            data_out <= data_out;
            working_data <= 9'b0;
            receiving <= 1'b0;
            bits_received <= 4'b0;
            data_ready <= 1'b0;
            BAUD_counter_state <= RESET;
          end
        end
      end else begin  
        data_out <= 8'b0;  
        working_data <= 9'b0;
        receiving <= 1'b0;
        bits_received <= 4'b0;
        data_ready <= 1'b0;
        BAUD_counter_state <= RESET;
      end
    end
  end
endmodule
```
`flow/run.sh`:
```
#!/bin/bash
# OpenROAD 26Q1-2900-gdf79404cd8, Yosys 0.63+post, stock flow scripts
make -C /OpenROAD-flow-scripts/flow DESIGN_CONFIG=/design/flow/config.mk WORK_HOME=/design/flow/orfs finish
```
`flow/config.mk`:
```
export PLATFORM = sky130hd
export DESIGN_NAME = top
export DESIGN_NICKNAME = top
export VERILOG_FILES = /design/flow/design.v
export SDC_FILE = /design/flow/constraint.sdc
export NUM_CORES = 4
export LEC_CHECK = 1
export CORE_UTILIZATION = 40
```
`flow/constraint.sdc`:
```
current_design top

set clk_period 1.4
set clk_io_pct 0.2

create_clock -name clk0 -period $clk_period [get_ports {hz100}]

set non_clock_inputs [all_inputs -no_clocks]
set_input_delay [expr $clk_period * $clk_io_pct] -clock clk0 $non_clock_inputs
set_output_delay [expr $clk_period * $clk_io_pct] -clock clk0 [all_outputs]
```
==> impl_metrics.py <==
# Physical implementation metrics
metrics = {
    "detailed_routing": {
        "drc": 0,
        "drtIter0Drc": 40,
        "drtPass1Iterations": 21,
        "drtAntennaViolNets": 0,
        "avgRoutedWirePerCell_um": 11.9,
        "insertedDiodeCount": 0,
        "vias": 1702,
        "finalWirelength_um": 4410,
        "via_per_inst": 4.59,
    },
    "logic_synthesis": {
        "top_logic_kind": "buffers and inverters",
        "ys_sh_adder_pct": 3.23,
        "synthesis.area_um2": 2710,
        "ys_seq_share_pct": 41.5,
        "synth_warnings": 28,
        "synth_simple_gate_area_share_pct": 15.5,
        "mux_area_share_pct": 4.43,
        "topCellsByArea": "dfrtp_1 (42%), buf_4 (19%), mux2_4 (4.4%)",
        "synth-edff-count": 0,
        "ys_area_um2": 2710,
        "syn_inst": 267,
        "xor_share_pct": 7.61,
        "ys.flop_type": "dfrtp_1",
        "syn_area_per_cell_um2": 10.2,
        "synthAoiAreaFrac_pct": 6.14,
        "ys.flops": 45,
        "yosysCellCount": 267,
        "synth_cell_type_count": 36,
        "top_area_share_pct": 41.5,
        "largest_area_cell": "dfrtp_1",
        "ys_async_sr_fraction_pct": 100,
    },
    "cts": {
        "clk_latency_ns": 0.22,
        "cts.path.max_buffers": 2,
        "cts_tree": "done",
        "cts-root-buf": "clkbuf_8",
        "postCtsHoldBufs": 0,
        "cts.htree.levels": 1,
        "cts_buffers": 3,
        "cts_repair_resize_count": 0,
        "clk_pin_slew_ns": 0.03,
        "cts_setup_buffers": 0,
    },
    "layout": {
        "drive_above_1_share_pct": 6.12,
        "mostFrequentLayoutCells": "clkdlybuf4s50_1 (58), dfrtp_1 (45), conb_1 (39), nor2_1 (21), nand2_1 (15)",
        "layout.cells.most_common": "clkdlybuf4s50_1",
        "final_cells": 371,
        "final_util_pct": 47.1,
        "area_growth_pct": 12.1,
    },
    "floorplan": {
        "initial_core_util_pct": 42.0,
        "dieArea_um2": 7110,
        "row_count": 29,
        "die_y_um": 84.3,
        "coreArea_um2": 6460,
        "io_pins": 126,
        "die_w_um": 84.3,
    },
    "global_routing": {
        "grt-busiest-layer": "met1",
        "grt-ovfl-total": 0,
        "grt_pass1_wl_um": 7340,
        "grt_start_max_net_pins": 40,
        "grt_pass1_vias": 1529,
        "gr-usage-all-layers_pct": 12.8,
        "antenna_found_initial": 0,
        "use_met1_pct": 21.7,
        "use_met3_pct": 0.896,
        "grt_use_met2_pct": 20.0,
    },
    "sta": {
        "untimed_endpoints": 90,
        "relSlewSlack_pct": 51.9,
        "fin_tns_setup_ns": 0,
        "fmax_mhz": 752,
        "period_needed_ns": 1.33,
        "period_used_pct": 95.0,
        "hold_violations": 0,
        "setup_viol": 0,
        "final_max_slew_viol_count": 0,
        "rsz0062_at_grt": "no",
        "fin_skew_ns": 0.000855,
        "worstMarginPinSlew_ns": 0.721,
        "unclocked_pins": 39,
    },
    "placed_design": {
        "port_buffers": 58,
        "dp_hpwl_um": 3390,
        "placedCellCount": 368,
        "globalplace.congestion": 0.814,
    },
    "worst_setup_path": {
        "path_cells": "clkdlybuf4s50_1",
        "path_buffers": 1,
        "cp.required_ns": 1.12,
        "cp_slowest_cell": "clkdlybuf4s50_1",
        "crit_arrival_ns": 1.05,
        "worstSetupPathType": "register to output port",
        "path_depth": 1,
        "critPathMaxStageDelay_ns": 0.47,
        "endpoint_kind": "output port",
        "worstSetupStartpointType": "register",
        "path_delay_family": "buffers and inverters",
        "r2r_cells": 0,
        "cp_max_fo": 3,
    },
    "power_and_ir_drop": {
        "ir_drop_mv": 0.480,
        "p_leak_uw": 0.00148,
        "powerDensity_nw_per_um2": 241,
    },
    "status": {
        "run_status": "finished, final reports clean",
    },
    "hold_path": {
        "min_path_type": "input port to async pin",
    },
    "flow_run": {
        "warnings": 58,
        "maxCapViolCount": 0,
    },
}
metal layers:
metal  routed length, µm  up-vias
li1                    -      831
met1                2150      818
met2                2040       53
met3                 224        0
met4                   0        0
met5                   0        -
worst paths after layout:
check | startpoint | endpoint | slack [ns]
worst max-delay path | skey1.strobe | left[1] | 0.07
worst min-delay path | reset | skeyZ.middle | 0.28
worst max register to register | skeyZ.middle | skeyZ.strobe | 0.94
worst min register to register | skey0.middle | skey0.strobe | 0.34
max in group asynchronous | reset | skey1.strobe | 0.92
min in group clk0 | skey0.middle | skey0.strobe | 0.34
power breakdown:
part	internal [µW]	switching (µW)	total (µW)
logic	130	87.2	217
clock network	184	64.8	249
registers	247	19.8	267
total	561	172	733
cells in the mapped netlist (2+ instances only):
master and instances:
buf_4 70, dfrtp_1 45, nor2_1 21, nand2_1 15, xor2_1 13, nand3_1 10
a22o_1 9, mux2_4 8, xnor2_1 8, and3_1 7, ha_1 7, inv_1 7
a21oi_1 6, nand4_1 5, nor2b_1 5, o21ai_0 4, and4_1 3, nor4_2 3
and2_1 2, o21a_1 2, or2_1 2
final cells by class:
| type | instances | area, µm² |
|---|---|---|
| multi-input combinational | 178 | 1150 |
| tap | 77 | 96.3 |
| clock buffer | 3 | 41.3 |
| fill | 605 | 3420 |
| inverter | 7 | 26.3 |
| sequential | 45 | 1130 |
| timing repair buffer | 61 | 603 |
logic make-up (layout without fill, tap and decap cells):
kind of cell             after synthesis  count (layout)
AND/OR/NAND/NOR                       78              78
AND-OR/OR-AND                         24              24
flip-flops                            45              45
other                                  1              39
buffers and inverters                 82              71
adder cells (fa/ha/maj)                7               7
multiplexers                           8               8
XOR/XNOR                              22              22
registers in the layout (all words and copies together) (netlist names):
signal and flops:
UART.bits_received 4, UART.data_out 8, skeyZ.middle 1, skey1.middle 1, skeyZ.strobe 1, skey0.strobe 1
UART.BAUD_counter 16, skey1.strobe 1, UART.BAUD_counter_state 1, UART.working_data 9, UART.receiving 1, skey0.middle 1
metrics by stage:
stage          cell area (µm²)  setup WS [ns]  hold WS, ns  total power, µW
2_1_floorplan             2850         0.0606        0.311              469
3_3_place_gp              3000          0.286        0.333              492
3_5_place_dp              3000          0.289        0.335              493
4_1_cts                   3040         0.0573        0.292              746
5_1_grt                   3040         0.0334        0.339              790
6_report                  3040         0.0706        0.285              733
Power and IR drop assume default switching activity.
