--- design/flow/config.mk ---
export PLATFORM = sky130hd
export DESIGN_NAME = VGA_out
export DESIGN_NICKNAME = VGA_out
export VERILOG_FILES = /design/flow/design.v
export SDC_FILE = /design/flow/constraint.sdc
export NUM_CORES = 4
export LEC_CHECK = 1
export CORE_AREA = 10 10 106 106
export DIE_AREA = 0 0 116 116
--- design/flow/constraint.sdc ---
current_design VGA_out

set clk_period 3.2
set clk_io_pct 0.2

create_clock -name clk0 -period $clk_period [get_ports {clk}]

set non_clock_inputs [all_inputs -no_clocks]
set_input_delay [expr $clk_period * $clk_io_pct] -clock clk0 $non_clock_inputs
set_output_delay [expr $clk_period * $clk_io_pct] -clock clk0 [all_outputs]
--- design/flow/design.v ---
module VGA_out(
    input logic [31:0] SRAM_data_in,
    input logic SRAM_busy,
    input logic clk, nrst,
    output logic data_en,  
    output logic h_out, v_out, pixel_data,
    output logic [31:0] word_address_dest,  
    output logic [3:0] byte_select,  
    output logic [1:0] VGA_state,  
    output logic [9:0] h_count,
    output logic [8:0] v_count,
    output logic [1:0] h_state,  
    output logic [1:0] v_state  
);
    logic [31:0] word_address_base;  
    logic [8:0] word_address_offset;  
    logic change_state_h, change_state_v, v_count_toggle; 
    logic [9:0] h_next_count;  
    logic [8:0] v_next_count;  
    logic [8:0] h_offset;  
    logic [8:0] v_offset;  
    logic [4:0] x_coord;  
    logic [31:0] current_word, next_word;  
    assign word_address_base = 32'h0;  
    typedef enum logic [1:0] {
            h_sync = 2'b00,
            h_backporch =  2'b01,
            h_active = 2'b10,
            h_frontporch = 2'b11
    } h_mode; 
    typedef enum logic [1:0] {
            v_sync = 2'b00,
            v_backporch =  2'b01,
            v_active = 2'b10,
            v_frontporch = 2'b11
    } v_mode; 
    h_mode h_current_state, h_next_state;
    always_ff @(posedge clk, negedge nrst) begin
        if (~nrst) begin
            h_current_state <= h_sync;
            h_count <= 0;
        end else begin
            h_current_state <= h_next_state;
            h_count <= h_next_count;
        end
    end
        v_mode v_current_state, v_next_state;
    always_ff @(posedge clk, negedge nrst) begin
        if (~nrst) begin
            v_current_state <= v_sync;
            v_count <= 0;
        end else begin
            v_current_state <= v_next_state;
            v_count <= v_next_count;
        end
    end
    always_comb begin
        if ((v_current_state == v_active) & (v_count < 384)) begin
            VGA_state = 2'b10;
        end else if ((v_current_state == v_backporch) & (v_count == 9'd32)) begin
            VGA_state = 2'b01;
        end else begin
            VGA_state = 2'b00;
        end
    end
    always_comb begin
        h_next_count = h_count;
        case (h_current_state) 
            h_sync: begin
                h_state = 2'b00;  
                v_count_toggle = 0;
                if (h_count < 37) begin  
                    h_next_count = h_next_count + 1'b1;
                    h_out = 0;
                    h_next_state = h_sync;
                end else begin
                    h_next_count = 0;
                    h_out = 1;
                    h_next_state = h_backporch;
                end
            end
            h_backporch: begin
                h_state = 2'b01;  
                h_out = 1;
                v_count_toggle = 0;
                if (h_count < 18) begin  
                    h_next_count = h_next_count + 1'b1;
                    h_next_state = h_backporch;
                end else begin
                    h_next_count = 0;
                    h_next_state = h_active;
                end
            end
            h_active: begin
                h_state = 2'b10;  
                h_out = 1;
                v_count_toggle = 0;
                if (h_count < 253) begin  
                    h_next_count = h_next_count + 1'b1;
                    h_next_state = h_active;
                end else begin
                    h_next_count = 0;
                    h_next_state = h_frontporch;
                end
            end
            h_frontporch: begin
                h_state = 2'b11;  
                h_out = 1;
                if (h_count < 5) begin  
                    h_next_count = h_next_count + 1'b1;
                    h_next_state = h_frontporch;
                    v_count_toggle = 0;
                end else begin
                    h_next_count = 0;
                    h_next_state = h_sync;
                    v_count_toggle = 1;
                end
            end
        endcase
    end
    always_comb begin
        v_next_count = v_count;
        if (v_count_toggle) begin
            v_next_count = v_next_count + 1'b1;
        end
        case (v_current_state) 
            v_sync: begin
                v_state = 2'b00;  
                if (v_count < 2) begin
                    v_out = 0;
                    v_next_state = v_sync;
                end else begin
                    v_next_count = 0;
                    v_out = 1;
                    v_next_state = v_backporch;
                end
            end
            v_backporch: begin
                v_state = 2'b01;  
                v_out = 1;
                if (v_count < 33) begin
                    v_next_state = v_backporch;
                end else begin
                    v_next_count = 0;
                    v_next_state = v_active;
                end
            end
            v_active: begin
                v_state = 2'b10; 
                v_out = 1;
                if (v_count < 480) begin
                    v_next_state = v_active;
                end else begin
                    v_next_count = 0;
                    v_next_state = v_frontporch;
                end
            end
            v_frontporch: begin
                v_state = 2'b11; 
                v_out = 1;
                if (v_count < 10) begin
                    v_next_state = v_frontporch;
                end else begin
                    v_next_count = 0;
                    v_next_state = v_sync;
                end
            end
        endcase
    end
    always_comb begin
        if (~SRAM_busy & data_en) begin
            pixel_data = SRAM_data_in[x_coord];
        end else begin
            pixel_data = 0;
        end
    end
    always_comb begin                                                        
        if ((h_current_state == h_active) & (v_current_state == v_active) & (h_count < 256) & (v_count < 384)) begin
            data_en = 1;
        end else begin
            data_en = 0;
        end 
    end
    assign byte_select = {data_en, data_en, data_en, data_en};
    always_comb begin
        h_offset = {7'b0, h_count[6:5]};   
        v_offset = 7'd4 * v_count[8:2];             
        word_address_offset = h_offset + v_offset;  
    end
    assign word_address_dest = word_address_base + {23'b0, word_address_offset}; 
    assign x_coord = 5'b11111 - h_count[5:1];  
endmodule
--- design/flow/run.sh ---
#!/bin/bash
# OpenROAD 26Q1-2900-gdf79404cd8, Yosys 0.63+post, stock flow scripts
make -C /OpenROAD-flow-scripts/flow DESIGN_CONFIG=/design/flow/config.mk WORK_HOME=/design/flow/orfs finish
==> results.txt <==
Notes on the physical design

The die is 116 um wide. Counting the warning lines in the Yosys log gives 1. The floorplan step defined a die boundary enclosing 13460 sq um. The count of library flops with an enable pin is 0. The cell type with the largest total area is sky130_fd_sc_hd__dfrtp_1. The count of cells along the worst hold path is 1. The delay of the slowest cell on the worst path is 560 ps.

In this run, synthesis produced a sequential element count of 27. The core area is 8848 sq um. Looking at the clock tree report, the H-tree level count equals 1. Among cell families on the critical path, the largest total delay comes from simple AND/OR/NAND/NOR gates. The cell area after placement is 2694 sq um. Cell internal power was estimated by the tool at 0.5044 mW. The pin count of the biggest net entering global routing is 28. The slowest stage cell on the critical path is sky130_fd_sc_hd__dfrtp_2. Across the run, the number of max-cap violations was 0. In this build the clock could be raised as far as 0.3412 GHz. Sorting the synthesis cell report by count puts at the top sky130_fd_sc_hd__buf_4.

According to the timing report, the arrival time at the worst endpoint equals 2290 ps. The worst setup path category is register to output port. The layout cell share with drive strength beyond 1 is 0.05479.

In this run the most critical hold path is launched from h_current_state[0]. The global-route wire length before repair is 9.384 mm. At the worst endpoint, the required time is 2560 ps. In the post-synthesis netlist, the biggest area contributors are sky130_fd_sc_hd__dfrtp_1 31%, sky130_fd_sc_hd__buf_4 13%, sky130_fd_sc_hd__mux2i_1 8.0%, sky130_fd_sc_hd__xor2_1 5.2%, sky130_fd_sc_hd__nor2_1 4.7%.

The proportion of power drawn by combinational gates is 0.175. On the reported timing paths, the clock transition at the registers reads 90 ps. Using the TritonRoute via totals, the vias-per-cell ratio works out to 4.400. The multi-input combinational cell area is 1064 sq um. The peak ir drop on the vdd network is 0.1252 mV. The number of buffers and inverters on the critical path is 1. Per the timing report, the biggest fanout along the worst path comes to 16.

The final total negative setup slack is 0 ps. The logic depth of the worst register-to-register path is 7. Per the final report, max-transition violations number 0. The pre-placement core utilization is 0.2271. The average instance area after synthesis is 8.661 sq um.

The share of total power dissipated in the clock network is 0.292. In the synthesized netlist, the number of instances is 232. The switching portion of total power comes to 0.2386. The deepest clock path buffer count is 2. The iteration count recorded for the first detailed-route pass is 4. Excluding fillers, the count of instances in the completed layout stands at 400. In this run, CTS created clock tree buffers numbering 3.

The number of antenna violations at the first check in global routing is 0. The total placed cells including tap cells is 396. The floorplan report gives the top-level pin count as 100. The critical register-to-register path startpoint is h_count[0]. The smallest clock period supported by the final layout is computed as 2931 ps. The buffer_ports step reported a buffer count of 76. After synthesis, the design contains 232 cells according to Yosys.

The main flop type is sky130_fd_sc_hd__dfrtp_1. The cell at the root of the clock tree is sky130_fd_sc_hd__clkbuf_8. The register cell area after layout is 679.4 sq um. The worst setup path is captured at an output port. The final hold slack is 513.8 ps. The nature of the critical path startpoint is a register. The later pin in the worst-skew pair is clocked with a latency of 270 ps.

Between clock sinks in the finished design, the worst skew comes to 2.700 ps. Between the synthesized netlist and the finished layout, the area growth was recorded as 36.43%. OpenSTA lists the critical path startpoint as h_count[2].

Traced cell by cell, the critical path runs through or2_2 > o22ai_1 > o211ai_1 > nand4_1 > and3b_1 > clkdlybuf4s50_1. The worst reg-to-reg setup slack is 1010 ps. Summed over all routing layers, the global router reports a total usage of 0.08520.

For hold timing, the worst endpoint is h_current_state[0]. The number of inserted filler cells in the final layout is 903. Per the post-place timing report, worst setup slack is 348.4 ps. The gate-level netlist out of Yosys references 45 unique cell types. The overall power is 0.6624 mW. STA reports the tightest min-delay check as being of type register to register. The share of the Yosys chip area taken by registers is 0.3375. The total number of vias is 1760. The final wirelength is 5.831 mm. The final setup violation count is 0. The chip area line of the yosys report is 2009 sq um. The power report attributes to the sequential group a share of 0.533.

The number of DRC markers after the initial detailed-route iteration is 57. Dividing the detail-routed wire length by the instance count gives 14.58 um. The detail route stage leaves a number of antenna-violating nets equal to 0.

After layout, the worst setup slack is 268.8 ps. The run finished with clean final reports. Endpoints failing hold in the final report were tallied at 0. The final period utilization is 0.9160.

Per the summary, power density relative to cell area is 241.6 nW/um^2. The pin closest to its max-slew limit shows a slew of 697.1 ps. In this run the critical register-to-register path is captured at h_count[5].

Yosys reported that registers with async set or reset make up 1.000. The post-route cell area is 2741 sq um. Per the gpl log, the routability congestion estimate is 0.8966. Detailed placement ended at an HPWL of 4.816 mm. The via count of the first global-routing pass came to 1816. The number of warnings in the stage logs is 27. The synthesized area is 2009 sq um. The die outline height is 116 um.

The final antenna diode count is 0. TritonCTS built the clock tree. The DRC violation total left in the routed layout is recorded as 0.

Checking max transition, the worst relative margin is 0.5353. The clock drives 27 sinks. The number of standard-cell rows in the floorplan is 34. The final core utilization is 0.3098. Setup repair after global routing left no endpoint under its margin. In this run the power spent charging and discharging nets is 0.1580 mW. The aggregate global routing overflow is 0. The portion of synthesized cell area occupied by the leading cell type is 0.3113. The leakage power is 1.187 nW. For reference, the top cells by count after synthesis are 36 x sky130_fd_sc_hd__buf_4, 25 x sky130_fd_sc_hd__dfrtp_1, 25 x sky130_fd_sc_hd__nor2_1.
[worst register-to-register path, cell delays in order (launching register included)]
cell                       delay [ps]
sky130_fd_sc_hd__dfrtp_1          470
sky130_fd_sc_hd__inv_1             70
sky130_fd_sc_hd__ha_1             240
sky130_fd_sc_hd__nor2b_1          190
sky130_fd_sc_hd__nor2_1            90
sky130_fd_sc_hd__a32o_1           280
sky130_fd_sc_hd__a221oi_2         610
sky130_fd_sc_hd__nor2_1           110
[logic make-up after synthesis]
kind of cell / after synthesis / synth area share
buffers and inverters: 56 / 0.1762
AND/OR/NAND/NOR: 81 / 0.2049
other: 1 / 0.001866
adder cells (fa/ha/maj): 4 / 0.02491
AND-OR/OR-AND: 33 / 0.1139
multiplexers: 16 / 0.07970
XOR/XNOR: 14 / 0.06102
flip-flops: 27 / 0.3375
[placed cells by master, fill, tap and decap left out, types with 2 or more instances in the layout]
| cell type | n |
|---|---|
| sky130_fd_sc_hd__a21o_1 | 2 |
| sky130_fd_sc_hd__a21oi_1 | 4 |
| sky130_fd_sc_hd__and4_1 | 2 |
| sky130_fd_sc_hd__buf_4 | 2 |
| sky130_fd_sc_hd__clkbuf_8 | 3 |
| sky130_fd_sc_hd__clkdlybuf4s50_1 | 76 |
| sky130_fd_sc_hd__conb_1 | 24 |
| sky130_fd_sc_hd__dfrtp_1 | 24 |
| sky130_fd_sc_hd__dfstp_2 | 2 |
| sky130_fd_sc_hd__ha_1 | 4 |
| sky130_fd_sc_hd__inv_1 | 11 |
| sky130_fd_sc_hd__mux2i_1 | 16 |
| sky130_fd_sc_hd__nand2_1 | 14 |
| sky130_fd_sc_hd__nand2b_1 | 2 |
| sky130_fd_sc_hd__nand3_1 | 7 |
| sky130_fd_sc_hd__nand4_1 | 9 |
| sky130_fd_sc_hd__nor2_1 | 25 |
| sky130_fd_sc_hd__nor2b_1 | 5 |
| sky130_fd_sc_hd__nor3_1 | 3 |
| sky130_fd_sc_hd__o21ai_0 | 7 |
| sky130_fd_sc_hd__o22ai_1 | 9 |
| sky130_fd_sc_hd__or2_2 | 5 |
| sky130_fd_sc_hd__or3_1 | 2 |
| sky130_fd_sc_hd__xnor2_1 | 2 |
| sky130_fd_sc_hd__xor2_1 | 12 |
[per-layer routing]
metal	vias up	wire length (um)	part of all wire	global-route usage
li1	866	-	-	-
met1	839	2496	0.43	0.1095
met2	49	2969	0.51	0.1509
met3	6	269	0.046	0.01256
met4	0	95	0.016	0.01334
met5	-	0	0	0
[worst max-delay path by stage]
stage / endpoint / slack [ps] / cells after the start
CTS: pixel_data / 100 / 6
global route: pixel_data / 120 / 6
finish: pixel_data / 270 / 6
[power by group through the flow]
stage / logic, mW / clock network [mW] / registers [mW]
4_1_cts: 0.119 / 0.200 / 0.354
5_1_grt: 0.128 / 0.214 / 0.355
6_report: 0.116 / 0.193 / 0.353
[registers in the layout, indices dropped and copies added (netlist names)]
name,cells
h_count,10
h_current_state,4
v_count,9
v_current_state,4
[final cells by class]
type / count / share of cell area
Clock buffer: 3 / 0.01506
Clock inverter: 1 / 0.001826
Inverter: 11 / 0.01506
Multi-Input combinational cell: 172 / 0.3880
Sequential cell: 27 / 0.2478
Tap cell: 108 / 0.04929
Timing Repair Buffer: 78 / 0.2830
[timing repair]
item                       CTS  global route
hold buffers                 0             0
buffers inserted             0             0
setup endpoints to repair    0             1
gates resized                0             1
No activity file was given, so power comes from the tool's default toggle rates.
